===== design/flow/design.v =====
`timescale 1ns / 1ps
`default_nettype none
module lc4_divider(input  wire [15:0] i_dividend,
                   input  wire [15:0] i_divisor,
                   output wire [15:0] o_remainder,
                   output wire [15:0] o_quotient);
     wire [15:0] o_dividend_temp_0, o_remainder_temp_0, o_quotient_temp_0, temp_0;
    assign temp_0 = 16'b0;
    lc4_divider_one_iter iter0(.i_dividend(i_dividend), .i_divisor(i_divisor), .i_remainder(temp_0), .i_quotient(temp_0), 
                               .o_dividend(o_dividend_temp_0), .o_remainder(o_remainder_temp_0), .o_quotient(o_quotient_temp_0));
    wire [15:0] o_dividend_temp_1, o_remainder_temp_1, o_quotient_temp_1;
    lc4_divider_one_iter iter1(.i_dividend(o_dividend_temp_0), .i_divisor(i_divisor), .i_remainder(o_remainder_temp_0), .i_quotient(o_quotient_temp_0), 
                               .o_dividend(o_dividend_temp_1), .o_remainder(o_remainder_temp_1), .o_quotient(o_quotient_temp_1));
    wire [15:0] o_dividend_temp_2, o_remainder_temp_2, o_quotient_temp_2;
    lc4_divider_one_iter iter2(.i_dividend(o_dividend_temp_1), .i_divisor(i_divisor), .i_remainder(o_remainder_temp_1), .i_quotient(o_quotient_temp_1), 
                               .o_dividend(o_dividend_temp_2), .o_remainder(o_remainder_temp_2), .o_quotient(o_quotient_temp_2));
    wire [15:0] o_dividend_temp_3, o_remainder_temp_3, o_quotient_temp_3;
    lc4_divider_one_iter iter3(.i_dividend(o_dividend_temp_2), .i_divisor(i_divisor), .i_remainder(o_remainder_temp_2), .i_quotient(o_quotient_temp_2), 
                               .o_dividend(o_dividend_temp_3), .o_remainder(o_remainder_temp_3), .o_quotient(o_quotient_temp_3));
    wire [15:0] o_dividend_temp_4, o_remainder_temp_4, o_quotient_temp_4;
    lc4_divider_one_iter iter4(.i_dividend(o_dividend_temp_3), .i_divisor(i_divisor), .i_remainder(o_remainder_temp_3), .i_quotient(o_quotient_temp_3), 
                               .o_dividend(o_dividend_temp_4), .o_remainder(o_remainder_temp_4), .o_quotient(o_quotient_temp_4)); 
    wire [15:0] o_dividend_temp_5, o_remainder_temp_5, o_quotient_temp_5;
    lc4_divider_one_iter iter5(.i_dividend(o_dividend_temp_4), .i_divisor(i_divisor), .i_remainder(o_remainder_temp_4), .i_quotient(o_quotient_temp_4), 
                               .o_dividend(o_dividend_temp_5), .o_remainder(o_remainder_temp_5), .o_quotient(o_quotient_temp_5));
    wire [15:0] o_dividend_temp_6, o_remainder_temp_6, o_quotient_temp_6;
    lc4_divider_one_iter iter6(.i_dividend(o_dividend_temp_5), .i_divisor(i_divisor), .i_remainder(o_remainder_temp_5), .i_quotient(o_quotient_temp_5), 
                               .o_dividend(o_dividend_temp_6), .o_remainder(o_remainder_temp_6), .o_quotient(o_quotient_temp_6));
   wire [15:0] o_dividend_temp_7, o_remainder_temp_7, o_quotient_temp_7;
    lc4_divider_one_iter iter7(.i_dividend(o_dividend_temp_6), .i_divisor(i_divisor), .i_remainder(o_remainder_temp_6), .i_quotient(o_quotient_temp_6), 
                               .o_dividend(o_dividend_temp_7), .o_remainder(o_remainder_temp_7), .o_quotient(o_quotient_temp_7));
    wire [15:0] o_dividend_temp_8, o_remainder_temp_8, o_quotient_temp_8;
    lc4_divider_one_iter iter8(.i_dividend(o_dividend_temp_7), .i_divisor(i_divisor), .i_remainder(o_remainder_temp_7), .i_quotient(o_quotient_temp_7), 
                               .o_dividend(o_dividend_temp_8), .o_remainder(o_remainder_temp_8), .o_quotient(o_quotient_temp_8));
     wire [15:0] o_dividend_temp_9, o_remainder_temp_9, o_quotient_temp_9;
     lc4_divider_one_iter iter9(.i_dividend(o_dividend_temp_8), .i_divisor(i_divisor), .i_remainder(o_remainder_temp_8), .i_quotient(o_quotient_temp_8), 
                                .o_dividend(o_dividend_temp_9), .o_remainder(o_remainder_temp_9), .o_quotient(o_quotient_temp_9));
     wire [15:0] o_dividend_temp_10, o_remainder_temp_10, o_quotient_temp_10;
     lc4_divider_one_iter iter10(.i_dividend(o_dividend_temp_9), .i_divisor(i_divisor), .i_remainder(o_remainder_temp_9), .i_quotient(o_quotient_temp_9), 
                                .o_dividend(o_dividend_temp_10), .o_remainder(o_remainder_temp_10), .o_quotient(o_quotient_temp_10));
     wire [15:0] o_dividend_temp_11, o_remainder_temp_11, o_quotient_temp_11;
     lc4_divider_one_iter iter11(.i_dividend(o_dividend_temp_10), .i_divisor(i_divisor), .i_remainder(o_remainder_temp_10), .i_quotient(o_quotient_temp_10), 
                                .o_dividend(o_dividend_temp_11), .o_remainder(o_remainder_temp_11), .o_quotient(o_quotient_temp_11));
     wire [15:0] o_dividend_temp_12, o_remainder_temp_12, o_quotient_temp_12;
     lc4_divider_one_iter iter12(.i_dividend(o_dividend_temp_11), .i_divisor(i_divisor), .i_remainder(o_remainder_temp_11), .i_quotient(o_quotient_temp_11), 
                                .o_dividend(o_dividend_temp_12), .o_remainder(o_remainder_temp_12), .o_quotient(o_quotient_temp_12)); 
     wire [15:0] o_dividend_temp_13, o_remainder_temp_13, o_quotient_temp_13;
     lc4_divider_one_iter iter13(.i_dividend(o_dividend_temp_12), .i_divisor(i_divisor), .i_remainder(o_remainder_temp_12), .i_quotient(o_quotient_temp_12), 
                                .o_dividend(o_dividend_temp_13), .o_remainder(o_remainder_temp_13), .o_quotient(o_quotient_temp_13));
     wire [15:0] o_dividend_temp_14, o_remainder_temp_14, o_quotient_temp_14;
     lc4_divider_one_iter iter14(.i_dividend(o_dividend_temp_13), .i_divisor(i_divisor), .i_remainder(o_remainder_temp_13), .i_quotient(o_quotient_temp_13), 
                                .o_dividend(o_dividend_temp_14), .o_remainder(o_remainder_temp_14), .o_quotient(o_quotient_temp_14));
     wire [15:0] o_dividend_temp_15, o_remainder_temp_15, o_quotient_temp_15;
     lc4_divider_one_iter iter15(.i_dividend(o_dividend_temp_14), .i_divisor(i_divisor), .i_remainder(o_remainder_temp_14), .i_quotient(o_quotient_temp_14), 
                                .o_dividend(o_dividend_temp_15), .o_remainder(o_remainder_temp_15), .o_quotient(o_quotient_temp_15));
     assign o_remainder = o_remainder_temp_15;
     assign o_quotient = o_quotient_temp_15;
endmodule  
module lc4_divider_one_iter(input  wire [15:0] i_dividend,
                            input  wire [15:0] i_divisor,
                            input  wire [15:0] i_remainder,
                            input  wire [15:0] i_quotient,
                            output wire [15:0] o_dividend,
                            output wire [15:0] o_remainder,
                            output wire [15:0] o_quotient);
      wire [15:0] tmp_remainder;      
      assign tmp_remainder = (i_remainder << 1)|(i_dividend >> 15)&16'b1;
      assign o_quotient = (i_divisor == 16'b0) ? 16'b0:((tmp_remainder < i_divisor)?(i_quotient<<1):((i_quotient<<1)|16'b1));
      assign o_remainder = (i_divisor == 16'b0) ? 16'b0 : ((tmp_remainder < i_divisor)?tmp_remainder:(tmp_remainder-i_divisor));
      assign o_dividend = i_dividend << 1;
endmodule

===== design/flow/run.sh =====
#!/bin/bash
# OpenROAD 26Q1-2900-gdf79404cd8, Yosys 0.63+post, stock flow scripts
make -C /OpenROAD-flow-scripts/flow DESIGN_CONFIG=/design/flow/config.mk WORK_HOME=/design/flow/orfs finish

===== design/flow/config.mk =====
export PLATFORM = sky130hd
export DESIGN_NAME = lc4_divider
export DESIGN_NICKNAME = lc4_divider
export VERILOG_FILES = /design/flow/design.v
export SDC_FILE = /design/flow/constraint.sdc
export NUM_CORES = 4
export LEC_CHECK = 1
export CORE_UTILIZATION = 40

===== design/flow/constraint.sdc =====
current_design lc4_divider

set clk_period 75.9
set clk_io_pct 0.2

create_clock -name clk0 -period $clk_period

set non_clock_inputs [all_inputs -no_clocks]
set_input_delay [expr $clk_period * $clk_io_pct] -clock clk0 $non_clock_inputs
set_output_delay [expr $clk_period * $clk_io_pct] -clock clk0 [all_outputs]

==> deck_impl_summary.md <==
Physical Implementation Snapshot

Status
  – Status: finished, final reports clean

Global routing
  – Initial antenna violation count: 1
  – First-pass GRT wire length: 80100 um
  – Largest net degree at the start of global routing: ~50
  – Gr ovfl total: 0
  – Total track usage: between 20% and 30%
  – Vias in the first global route: approximately 15000

Timing
  – Slew @ Worst Pin: 0.944 ns
  – Hold slack: 31.49 ns
  – Final period utilization: ~95%
  – RSZ-0062 raised after global routing: no
  – Final slew viol count: 0
  – Final TNS setup: 0 ns
  – Final hold violation count: 0
  – Fmax: between 10 and 15 MHz
  – Setup violations, final: 0
  – Fin crit period: between 70 and 80 ns
  – Relative slew margins: between 30% and 40%

Min path
  – Hold path cells: 5
  – Worst min path class: primary input to output port
  – Min-delay src: i_dividend[0]
  – WHS Endpoint: o_remainder[0]

Cells and area
  – FF/Latch Area: 0 um2
  – Clkbuf count: 0
  – Layout cells sized above 1: approximately 4%
  – Seq cells: 0
  – Filler instances: approximately 3600
  – Layout area overhead: 9.06%

Detailed routing
  – DRC Markers: 0
  – DRT Pass-1 Iters: 7
  – Drt via density: between 6 and 7
  – DRT Wirelength: between 50000 and 60000 um
  – DRT iter0 DRCs: roughly 1400
  – WL/cell: 19.4 um
  – Routed Antenna Nets: 0
  – Via count: about 16000

Critical path
  – Critical path's slowest cell: o41ai_1
  – Critical Path Sink Type: output port
  – Crit Path Class: primary input to output port
  – Worst path depth: around 170
  – Crit-path leading delay family: AND-OR/OR-AND gates
  – CP Max Fanout: 29
  – Setup crit start kind: primary input
  – Worst path bufs/invs: 8
  – Crit path arrival time: around 57 ns
  – Max incr delay on CP: approximately 0.83 ns
  – Crit path DRT: around 60 ns

Logic synthesis
  – Mapped Area: 14200 um2
  – Top cells by count: ha_1 (233), nor2_1 (217), nand2_1 (208)
  – Largest cells by area: ha_1 (21%), a21oi_1 (7.0%), o21ai_0 (6.0%)
  – Post-synth area from yosys stat: around 14000 um2
  – YS warnings: 0
  – Cells after synthesis: approximately 2200
  – Avg Cell Area, Syn: 6.59 um2
  – Synth Seq Share: 0%
  – # Cells Yosys: 2152
  – Leading area contributor after synthesis: ha_1
  – Max-area cell share: 20.6%
  – Yosys top cell by instances: ha_1
  – Count of different cell masters after synthesis: approximately 87

Clock tree
  – Number of setup buffers added after CTS: 0
  – PostCTS Resize Cnt: 0
  – Hold-fix buffers, CTS: 0

Placed design
  – DP Wirelength: 39700 um
  – Gpl congestion: approximately 0.98
  – IO buf count: between 60 and 70

Floorplanning
  – Core area: around 35000 um2
  – Die area: 36200 um2
  – Site Rows: about 68
  – FP Util: about two fifths
  – Die height: between 150 and 200 um
  – # IOs: about 64
  – Die X: about 190 um

Flow run
  – Number of max-cap violations: 0
  – Tool warnings: 32
==> worst max-delay path by stage <==
stage                     end  slack (ns)    startpoint
finish        o_remainder[15]        3.91  i_divisor[4]
CTS           o_remainder[15]        3.63  i_divisor[1]
global route  o_remainder[15]        0.03  i_divisor[1]
==> kinds of logic (layout without fill, tap and decap cells) <==
family | after synthesis | count (layout) | share of synthesized area [%]
adder cells (fa/ha/maj) | 250 | 250 | 22.8
buffers and inverters | 221 | 253 | 5.93
AND-OR/OR-AND | 793 | 793 | 36.9
other | 1 | 8 | 0.0265
AND/OR/NAND/NOR | 729 | 729 | 24.2
multiplexers | 27 | 27 | 1.97
XOR/XNOR | 131 | 131 | 8.09
==> layout by cell type, fill, tap and decap left out, types with 47 or more instances in the layout <==
cell             count
xnor2_1             94
nand3_1             47
ha_1               233
a21boi_0            50
nor2_1             217
a21oi_1            198
nor3_1              61
a21o_1              66
inv_1              150
o21ai_0            170
nand2_1            208
clkdlybuf4s50_1     64
==> stage by stage <==
step | util [%] | worst slack (ns) | cell area, um2 | cells
5_1_grt | 44.5 | 0.0297 | 15500 | 2646
2_1_floorplan | - | 10.24 | 14200 | 2158
3_3_place_gp | 44.5 | 3.95 | 15400 | 2645
3_5_place_dp | 44.5 | 3.83 | 15400 | 2645
6_report | 44.5 | 3.91 | 15500 | 2646
4_1_cts | 44.5 | 3.63 | 15400 | 2645
==> cell type report <==
cell class / instances / area (um2) / share of cell area, %
Multi-Input combinational cell: 1937 / 13400 / 86.6
Timing Repair Buffer: 102 / 926 / 5.99
Tap cell: 455 / 569 / 3.68
Inverter: 151 / 567 / 3.67
Antenna cell: 1 / 2.50 / 0.0162
==> metal layers <==
layer  vias to the layer above  routed length [um]  share of wire (%)  global-route usage (%)
li1                       8021                   -                  -                       -
met5                         -                   0                  0                       0
met1                      7407               23600                 46                    40.5
met3                       105                3210                6.3                    2.63
met4                         0                1880                3.7                    9.45
met2                       550               22600                 44                    45.0
